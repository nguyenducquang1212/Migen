File: flow/design.v
module bcd(
	input [7:0] value,
	output [3:0] hundreds,
	output [3:0] tens,
	output [3:0] ones
);
reg [3:0] hundreds1 = 4'd0;
reg [3:0] tens1 = 4'd0;
reg [3:0] ones1 = 4'd0;
reg [3:0] hundreds2;
reg [3:0] tens2;
reg [3:0] ones2;
reg [3:0] next_hundreds0;
reg [3:0] next_tens0;
reg [3:0] next_ones0;
reg [3:0] hundreds3;
reg [3:0] tens3;
reg [3:0] ones3;
reg [3:0] next_hundreds1;
reg [3:0] next_tens1;
reg [3:0] next_ones1;
reg [3:0] hundreds4;
reg [3:0] tens4;
reg [3:0] ones4;
reg [3:0] next_hundreds2;
reg [3:0] next_tens2;
reg [3:0] next_ones2;
reg [3:0] hundreds5;
reg [3:0] tens5;
reg [3:0] ones5;
reg [3:0] next_hundreds3;
reg [3:0] next_tens3;
reg [3:0] next_ones3;
reg [3:0] hundreds6;
reg [3:0] tens6;
reg [3:0] ones6;
reg [3:0] next_hundreds4;
reg [3:0] next_tens4;
reg [3:0] next_ones4;
reg [3:0] hundreds7;
reg [3:0] tens7;
reg [3:0] ones7;
reg [3:0] next_hundreds5;
reg [3:0] next_tens5;
reg [3:0] next_ones5;
reg [3:0] hundreds8;
reg [3:0] tens8;
reg [3:0] ones8;
reg [3:0] next_hundreds6;
reg [3:0] next_tens6;
reg [3:0] next_ones6;
reg [3:0] hundreds9;
reg [3:0] tens9;
reg [3:0] ones9;
reg [3:0] next_hundreds7;
reg [3:0] next_tens7;
reg [3:0] next_ones7;
// synthesis translate_off
reg dummy_s;
initial dummy_s <= 1'd0;
// synthesis translate_on
// synthesis translate_off
reg dummy_d;
// synthesis translate_on
always @(*) begin
	hundreds2 <= 4'd0;
	hundreds2 <= hundreds1;
	if ((hundreds1 >= 3'd5)) begin
		hundreds2 <= (hundreds1 + 2'd3);
	end else begin
		hundreds2 <= hundreds1;
	end
// synthesis translate_off
	dummy_d <= dummy_s;
// synthesis translate_on
end
// synthesis translate_off
reg dummy_d_1;
// synthesis translate_on
always @(*) begin
	tens2 <= 4'd0;
	tens2 <= tens1;
	if ((tens1 >= 3'd5)) begin
		tens2 <= (tens1 + 2'd3);
	end else begin
		tens2 <= tens1;
	end
// synthesis translate_off
	dummy_d_1 <= dummy_s;
// synthesis translate_on
end
// synthesis translate_off
reg dummy_d_2;
// synthesis translate_on
always @(*) begin
	ones2 <= 4'd0;
	ones2 <= ones1;
	if ((ones1 >= 3'd5)) begin
		ones2 <= (ones1 + 2'd3);
	end else begin
		ones2 <= ones1;
	end
// synthesis translate_off
	dummy_d_2 <= dummy_s;
// synthesis translate_on
end
// synthesis translate_off
reg dummy_d_3;
// synthesis translate_on
always @(*) begin
	next_hundreds0 <= 4'd0;
	next_hundreds0[3:1] <= hundreds2;
	next_hundreds0[0] <= tens2[3];
// synthesis translate_off
	dummy_d_3 <= dummy_s;
// synthesis translate_on
end
// synthesis translate_off
reg dummy_d_4;
// synthesis translate_on
always @(*) begin
	next_tens0 <= 4'd0;
	next_tens0[3:1] <= tens2;
	next_tens0[0] <= ones2[3];
// synthesis translate_off
	dummy_d_4 <= dummy_s;
// synthesis translate_on
end
// synthesis translate_off
reg dummy_d_5;
// synthesis translate_on
always @(*) begin
	next_ones0 <= 4'd0;
	next_ones0[3:1] <= ones2;
	next_ones0[0] <= value[7];
// synthesis translate_off
	dummy_d_5 <= dummy_s;
// synthesis translate_on
end
// synthesis translate_off
reg dummy_d_6;
// synthesis translate_on
always @(*) begin
	hundreds3 <= 4'd0;
	hundreds3 <= next_hundreds0;
	if ((next_hundreds0 >= 3'd5)) begin
		hundreds3 <= (next_hundreds0 + 2'd3);
	end else begin
		hundreds3 <= next_hundreds0;
	end
// synthesis translate_off
	dummy_d_6 <= dummy_s;
// synthesis translate_on
end
// synthesis translate_off
reg dummy_d_7;
// synthesis translate_on
always @(*) begin
	tens3 <= 4'd0;
	tens3 <= next_tens0;
	if ((next_tens0 >= 3'd5)) begin
		tens3 <= (next_tens0 + 2'd3);
	end else begin
		tens3 <= next_tens0;
	end
// synthesis translate_off
	dummy_d_7 <= dummy_s;
// synthesis translate_on
end
// synthesis translate_off
reg dummy_d_8;
// synthesis translate_on
always @(*) begin
	ones3 <= 4'd0;
	ones3 <= next_ones0;
	if ((next_ones0 >= 3'd5)) begin
		ones3 <= (next_ones0 + 2'd3);
	end else begin
		ones3 <= next_ones0;
	end
// synthesis translate_off
	dummy_d_8 <= dummy_s;
// synthesis translate_on
end
// synthesis translate_off
reg dummy_d_9;
// synthesis translate_on
always @(*) begin
	next_hundreds1 <= 4'd0;
	next_hundreds1[3:1] <= hundreds3;
	next_hundreds1[0] <= tens3[3];
// synthesis translate_off
	dummy_d_9 <= dummy_s;
// synthesis translate_on
end
// synthesis translate_off
reg dummy_d_10;
// synthesis translate_on
always @(*) begin
	next_tens1 <= 4'd0;
	next_tens1[3:1] <= tens3;
	next_tens1[0] <= ones3[3];
// synthesis translate_off
	dummy_d_10 <= dummy_s;
// synthesis translate_on
end
// synthesis translate_off
reg dummy_d_11;
// synthesis translate_on
always @(*) begin
	next_ones1 <= 4'd0;
	next_ones1[3:1] <= ones3;
	next_ones1[0] <= value[6];
// synthesis translate_off
	dummy_d_11 <= dummy_s;
// synthesis translate_on
end
// synthesis translate_off
reg dummy_d_12;
// synthesis translate_on
always @(*) begin
	hundreds4 <= 4'd0;
	hundreds4 <= next_hundreds1;
	if ((next_hundreds1 >= 3'd5)) begin
		hundreds4 <= (next_hundreds1 + 2'd3);
	end else begin
		hundreds4 <= next_hundreds1;
	end
// synthesis translate_off
	dummy_d_12 <= dummy_s;
// synthesis translate_on
end
// synthesis translate_off
reg dummy_d_13;
// synthesis translate_on
always @(*) begin
	tens4 <= 4'd0;
	tens4 <= next_tens1;
	if ((next_tens1 >= 3'd5)) begin
		tens4 <= (next_tens1 + 2'd3);
	end else begin
		tens4 <= next_tens1;
	end
// synthesis translate_off
	dummy_d_13 <= dummy_s;
// synthesis translate_on
end
// synthesis translate_off
reg dummy_d_14;
// synthesis translate_on
always @(*) begin
	ones4 <= 4'd0;
	ones4 <= next_ones1;
	if ((next_ones1 >= 3'd5)) begin
		ones4 <= (next_ones1 + 2'd3);
	end else begin
		ones4 <= next_ones1;
	end
// synthesis translate_off
	dummy_d_14 <= dummy_s;
// synthesis translate_on
end
// synthesis translate_off
reg dummy_d_15;
// synthesis translate_on
always @(*) begin
	next_hundreds2 <= 4'd0;
	next_hundreds2[3:1] <= hundreds4;
	next_hundreds2[0] <= tens4[3];
// synthesis translate_off
	dummy_d_15 <= dummy_s;
// synthesis translate_on
end
// synthesis translate_off
reg dummy_d_16;
// synthesis translate_on
always @(*) begin
	next_tens2 <= 4'd0;
	next_tens2[3:1] <= tens4;
	next_tens2[0] <= ones4[3];
// synthesis translate_off
	dummy_d_16 <= dummy_s;
// synthesis translate_on
end
// synthesis translate_off
reg dummy_d_17;
// synthesis translate_on
always @(*) begin
	next_ones2 <= 4'd0;
	next_ones2[3:1] <= ones4;
	next_ones2[0] <= value[5];
// synthesis translate_off
	dummy_d_17 <= dummy_s;
// synthesis translate_on
end
// synthesis translate_off
reg dummy_d_18;
// synthesis translate_on
always @(*) begin
	hundreds5 <= 4'd0;
	hundreds5 <= next_hundreds2;
	if ((next_hundreds2 >= 3'd5)) begin
		hundreds5 <= (next_hundreds2 + 2'd3);
	end else begin
		hundreds5 <= next_hundreds2;
	end
// synthesis translate_off
	dummy_d_18 <= dummy_s;
// synthesis translate_on
end
// synthesis translate_off
reg dummy_d_19;
// synthesis translate_on
always @(*) begin
	tens5 <= 4'd0;
	tens5 <= next_tens2;
	if ((next_tens2 >= 3'd5)) begin
		tens5 <= (next_tens2 + 2'd3);
	end else begin
		tens5 <= next_tens2;
	end
// synthesis translate_off
	dummy_d_19 <= dummy_s;
// synthesis translate_on
end
// synthesis translate_off
reg dummy_d_20;
// synthesis translate_on
always @(*) begin
	ones5 <= 4'd0;
	ones5 <= next_ones2;
	if ((next_ones2 >= 3'd5)) begin
		ones5 <= (next_ones2 + 2'd3);
	end else begin
		ones5 <= next_ones2;
	end
// synthesis translate_off
	dummy_d_20 <= dummy_s;
// synthesis translate_on
end
// synthesis translate_off
reg dummy_d_21;
// synthesis translate_on
always @(*) begin
	next_hundreds3 <= 4'd0;
	next_hundreds3[3:1] <= hundreds5;
	next_hundreds3[0] <= tens5[3];
// synthesis translate_off
	dummy_d_21 <= dummy_s;
// synthesis translate_on
end
// synthesis translate_off
reg dummy_d_22;
// synthesis translate_on
always @(*) begin
	next_tens3 <= 4'd0;
	next_tens3[3:1] <= tens5;
	next_tens3[0] <= ones5[3];
// synthesis translate_off
	dummy_d_22 <= dummy_s;
// synthesis translate_on
end
// synthesis translate_off
reg dummy_d_23;
// synthesis translate_on
always @(*) begin
	next_ones3 <= 4'd0;
	next_ones3[3:1] <= ones5;
	next_ones3[0] <= value[4];
// synthesis translate_off
	dummy_d_23 <= dummy_s;
// synthesis translate_on
end
// synthesis translate_off
reg dummy_d_24;
// synthesis translate_on
always @(*) begin
	hundreds6 <= 4'd0;
	hundreds6 <= next_hundreds3;
	if ((next_hundreds3 >= 3'd5)) begin
		hundreds6 <= (next_hundreds3 + 2'd3);
	end else begin
		hundreds6 <= next_hundreds3;
	end
// synthesis translate_off
	dummy_d_24 <= dummy_s;
// synthesis translate_on
end
// synthesis translate_off
reg dummy_d_25;
// synthesis translate_on
always @(*) begin
	tens6 <= 4'd0;
	tens6 <= next_tens3;
	if ((next_tens3 >= 3'd5)) begin
		tens6 <= (next_tens3 + 2'd3);
	end else begin
		tens6 <= next_tens3;
	end
// synthesis translate_off
	dummy_d_25 <= dummy_s;
// synthesis translate_on
end
// synthesis translate_off
reg dummy_d_26;
// synthesis translate_on
always @(*) begin
	ones6 <= 4'd0;
	ones6 <= next_ones3;
	if ((next_ones3 >= 3'd5)) begin
		ones6 <= (next_ones3 + 2'd3);
	end else begin
		ones6 <= next_ones3;
	end
// synthesis translate_off
	dummy_d_26 <= dummy_s;
// synthesis translate_on
end
// synthesis translate_off
reg dummy_d_27;
// synthesis translate_on
always @(*) begin
	next_hundreds4 <= 4'd0;
	next_hundreds4[3:1] <= hundreds6;
	next_hundreds4[0] <= tens6[3];
// synthesis translate_off
	dummy_d_27 <= dummy_s;
// synthesis translate_on
end
// synthesis translate_off
reg dummy_d_28;
// synthesis translate_on
always @(*) begin
	next_tens4 <= 4'd0;
	next_tens4[3:1] <= tens6;
	next_tens4[0] <= ones6[3];
// synthesis translate_off
	dummy_d_28 <= dummy_s;
// synthesis translate_on
end
// synthesis translate_off
reg dummy_d_29;
// synthesis translate_on
always @(*) begin
	next_ones4 <= 4'd0;
	next_ones4[3:1] <= ones6;
	next_ones4[0] <= value[3];
// synthesis translate_off
	dummy_d_29 <= dummy_s;
// synthesis translate_on
end
// synthesis translate_off
reg dummy_d_30;
// synthesis translate_on
always @(*) begin
	hundreds7 <= 4'd0;
	hundreds7 <= next_hundreds4;
	if ((next_hundreds4 >= 3'd5)) begin
		hundreds7 <= (next_hundreds4 + 2'd3);
	end else begin
		hundreds7 <= next_hundreds4;
	end
// synthesis translate_off
	dummy_d_30 <= dummy_s;
// synthesis translate_on
end
// synthesis translate_off
reg dummy_d_31;
// synthesis translate_on
always @(*) begin
	tens7 <= 4'd0;
	tens7 <= next_tens4;
	if ((next_tens4 >= 3'd5)) begin
		tens7 <= (next_tens4 + 2'd3);
	end else begin
		tens7 <= next_tens4;
	end
// synthesis translate_off
	dummy_d_31 <= dummy_s;
// synthesis translate_on
end
// synthesis translate_off
reg dummy_d_32;
// synthesis translate_on
always @(*) begin
	ones7 <= 4'd0;
	ones7 <= next_ones4;
	if ((next_ones4 >= 3'd5)) begin
		ones7 <= (next_ones4 + 2'd3);
	end else begin
		ones7 <= next_ones4;
	end
// synthesis translate_off
	dummy_d_32 <= dummy_s;
// synthesis translate_on
end
// synthesis translate_off
reg dummy_d_33;
// synthesis translate_on
always @(*) begin
	next_hundreds5 <= 4'd0;
	next_hundreds5[3:1] <= hundreds7;
	next_hundreds5[0] <= tens7[3];
// synthesis translate_off
	dummy_d_33 <= dummy_s;
// synthesis translate_on
end
// synthesis translate_off
reg dummy_d_34;
// synthesis translate_on
always @(*) begin
	next_tens5 <= 4'd0;
	next_tens5[3:1] <= tens7;
	next_tens5[0] <= ones7[3];
// synthesis translate_off
	dummy_d_34 <= dummy_s;
// synthesis translate_on
end
// synthesis translate_off
reg dummy_d_35;
// synthesis translate_on
always @(*) begin
	next_ones5 <= 4'd0;
	next_ones5[3:1] <= ones7;
	next_ones5[0] <= value[2];
// synthesis translate_off
	dummy_d_35 <= dummy_s;
// synthesis translate_on
end
// synthesis translate_off
reg dummy_d_36;
// synthesis translate_on
always @(*) begin
	hundreds8 <= 4'd0;
	hundreds8 <= next_hundreds5;
	if ((next_hundreds5 >= 3'd5)) begin
		hundreds8 <= (next_hundreds5 + 2'd3);
	end else begin
		hundreds8 <= next_hundreds5;
	end
// synthesis translate_off
	dummy_d_36 <= dummy_s;
// synthesis translate_on
end
// synthesis translate_off
reg dummy_d_37;
// synthesis translate_on
always @(*) begin
	tens8 <= 4'd0;
	tens8 <= next_tens5;
	if ((next_tens5 >= 3'd5)) begin
		tens8 <= (next_tens5 + 2'd3);
	end else begin
		tens8 <= next_tens5;
	end
// synthesis translate_off
	dummy_d_37 <= dummy_s;
// synthesis translate_on
end
// synthesis translate_off
reg dummy_d_38;
// synthesis translate_on
always @(*) begin
	ones8 <= 4'd0;
	ones8 <= next_ones5;
	if ((next_ones5 >= 3'd5)) begin
		ones8 <= (next_ones5 + 2'd3);
	end else begin
		ones8 <= next_ones5;
	end
// synthesis translate_off
	dummy_d_38 <= dummy_s;
// synthesis translate_on
end
// synthesis translate_off
reg dummy_d_39;
// synthesis translate_on
always @(*) begin
	next_hundreds6 <= 4'd0;
	next_hundreds6[3:1] <= hundreds8;
	next_hundreds6[0] <= tens8[3];
// synthesis translate_off
	dummy_d_39 <= dummy_s;
// synthesis translate_on
end
// synthesis translate_off
reg dummy_d_40;
// synthesis translate_on
always @(*) begin
	next_tens6 <= 4'd0;
	next_tens6[3:1] <= tens8;
	next_tens6[0] <= ones8[3];
// synthesis translate_off
	dummy_d_40 <= dummy_s;
// synthesis translate_on
end
// synthesis translate_off
reg dummy_d_41;
// synthesis translate_on
always @(*) begin
	next_ones6 <= 4'd0;
	next_ones6[3:1] <= ones8;
	next_ones6[0] <= value[1];
// synthesis translate_off
	dummy_d_41 <= dummy_s;
// synthesis translate_on
end
// synthesis translate_off
reg dummy_d_42;
// synthesis translate_on
always @(*) begin
	hundreds9 <= 4'd0;
	hundreds9 <= next_hundreds6;
	if ((next_hundreds6 >= 3'd5)) begin
		hundreds9 <= (next_hundreds6 + 2'd3);
	end else begin
		hundreds9 <= next_hundreds6;
	end
// synthesis translate_off
	dummy_d_42 <= dummy_s;
// synthesis translate_on
end
// synthesis translate_off
reg dummy_d_43;
// synthesis translate_on
always @(*) begin
	tens9 <= 4'd0;
	tens9 <= next_tens6;
	if ((next_tens6 >= 3'd5)) begin
		tens9 <= (next_tens6 + 2'd3);
	end else begin
		tens9 <= next_tens6;
	end
// synthesis translate_off
	dummy_d_43 <= dummy_s;
// synthesis translate_on
end
// synthesis translate_off
reg dummy_d_44;
// synthesis translate_on
always @(*) begin
	ones9 <= 4'd0;
	ones9 <= next_ones6;
	if ((next_ones6 >= 3'd5)) begin
		ones9 <= (next_ones6 + 2'd3);
	end else begin
		ones9 <= next_ones6;
	end
// synthesis translate_off
	dummy_d_44 <= dummy_s;
// synthesis translate_on
end
// synthesis translate_off
reg dummy_d_45;
// synthesis translate_on
always @(*) begin
	next_hundreds7 <= 4'd0;
	next_hundreds7[3:1] <= hundreds9;
	next_hundreds7[0] <= tens9[3];
// synthesis translate_off
	dummy_d_45 <= dummy_s;
// synthesis translate_on
end
// synthesis translate_off
reg dummy_d_46;
// synthesis translate_on
always @(*) begin
	next_tens7 <= 4'd0;
	next_tens7[3:1] <= tens9;
	next_tens7[0] <= ones9[3];
// synthesis translate_off
	dummy_d_46 <= dummy_s;
// synthesis translate_on
end
// synthesis translate_off
reg dummy_d_47;
// synthesis translate_on
always @(*) begin
	next_ones7 <= 4'd0;
	next_ones7[3:1] <= ones9;
	next_ones7[0] <= value[0];
// synthesis translate_off
	dummy_d_47 <= dummy_s;
// synthesis translate_on
end
assign hundreds = next_hundreds7;
assign tens = next_tens7;
assign ones = next_ones7;
endmodule
File: flow/run.sh
#!/bin/bash
# OpenROAD 26Q1-2900-gdf79404cd8, Yosys 0.63+post, stock flow scripts
make -C /OpenROAD-flow-scripts/flow DESIGN_CONFIG=/design/flow/config.mk WORK_HOME=/design/flow/orfs finish
File: flow/config.mk
export PLATFORM = sky130hd
export DESIGN_NAME = bcd
export DESIGN_NICKNAME = bcd
export VERILOG_FILES = /design/flow/design.v
export SDC_FILE = /design/flow/constraint.sdc
export NUM_CORES = 4
export LEC_CHECK = 1
export CORE_AREA = 10 10 70 70
export DIE_AREA = 0 0 80 80
File: flow/constraint.sdc
current_design bcd

set clk_period 4.9
set clk_io_pct 0.2

create_clock -name clk0 -period $clk_period

set non_clock_inputs [all_inputs -no_clocks]
set_input_delay [expr $clk_period * $clk_io_pct] -clock clk0 $non_clock_inputs
set_output_delay [expr $clk_period * $clk_io_pct] -clock clk0 [all_outputs]
==> results.txt <==
Latest figures from synthesis and place and route.

According to the cell report, flip-flops and latches in the layout number 0. In this run, the synthesized area fraction spent on AND-OR/OR-AND gates is recorded as 43.42%. Summed over all layers, the routed wires come to 3.649 mm. The core utilization before placement is 29.78%. The prevailing logic family in the synthesized netlist is AND-OR/OR-AND gates. In the finished layout, the clock tree contains a buffer count of 0. The pre-antenna-repair detailed-routing pass consisted of 4 iterations.

The leakage component of the power is 0.0009884 µW. Per STA, the highest per-stage delay on the worst path measures 0.49 ns. The share of the core filled with cells is 62.64%. Yosys stat counts 150 cells in the synthesized netlist. The boundary pin count is 20. For this sky-water flow run, the detailed-routed wirelength per cell is reported as 12.41 µm. The layout filler cell count is 267. On the critical path the largest part of the delay comes from simple AND/OR/NAND/NOR gates. The checks that failed: negative setup slack. The setup violation total in the final timing report is 9. The final estimated routing congestion in global placement is 0.9264. The final sum of negative setup slack is -8.411 ns.

The number of global-route vias before repair came to 1364. The total antenna diodes in the routed design is 0. The final worst-path setup slack is -1.298 ns. The flow ran to the end, but the final reports show violations. In this run the remaining antenna-violating nets after routing total 0. Per the placement report, the placed cell count is 272.

VDD sags by at most 0.2299 mV. STA classifies the critical path endpoint as an output port. The final period utilization is 126.5%. The startpoint type of the worst setup path is an input pin.

Row generation in the floorplan step produced 21 rows. Registers take 0 µm². Dividing total power by cell area gives a power density of 303.5 nW/µm². The adder-cell area share of the yosys netlist is 11.07%. After legalization and detailed placement, the total HPWL measured 2.547 mm.

The number of distinct library cells after synthesis is 53. The DRC violation total left in the routed layout is recorded as 0. The simple-gate share of the synthesized area is 26.45%. The number of maximum-capacitance violations is 0.

The OpenROAD report gives the critical path a required time of 3.92 ns. The area fraction in mux cells is 8.118%. The total tool warning count is 38. Cells with a size suffix above 1 make up 61.29% of the layout. The initial antenna violation count is 0. Recorded from the global router log, the overflow total was 0. The overall die size recorded for this design is 6400 µm². The setup path with the least slack is of type in -> out.

The multi-input combinational cell area is 1172 µm². The master of the slowest instance on the critical path is sky130_fd_sc_hd__or4_4. The pin count of the biggest net entering global routing is 13.

Across all layers, the routed design uses 1481 vias. Dividing the detail-routed via count by the number of cells gives 5.037. The area fraction of the largest cell type after synthesis is 11.07%. The global-route wire length before repair is 6.003 mm. Yosys reports a chip area of 1017 µm².

The overall routing resource usage is 10.40%. The arrival time reported for the critical path endpoint is 5.22 ns. The class of the most critical hold timing path is in -> out. The total count of hold-check failures in the final report is 0. The overall power is 649.4 µW. Yosys printed 2 warnings. Max fanout on the critical path was recorded as 4. The floorplan step set the die height to 80 µm. The number of standard cells in the final layout excluding fillers is 294.

The most numerous cell type found on the critical path is sky130_fd_sc_hd__ha_4. The synthesized netlist devotes 2.583% of its cell area to XOR and XNOR gates. Before any placement, the netlist area is recorded as 1017 µm². The instance area at placement is 1807 µm². sky130_fd_sc_hd__ha_1 takes more of the synthesized area than any other cell. The detailed router finished its first iteration with 75 violations. In this run the horizontal extent of the chip is 80 µm. Dividing the synthesized area by the synthesized cell count gives 6.782 µm². The count of buffering cells on the critical path with inverters included is 6.

For this run, the top clock speed supported by timing is 161.3 MHz. Sorting the synthesized cells by area gives the leading types as sky130_fd_sc_hd__ha_1, sky130_fd_sc_hd__a21oi_1, sky130_fd_sc_hd__nor2_1. The final max-slew violation count recorded for this run is 0. The routed design could run at a clock period as short as 6.198 ns.

The share of synthesized area occupied by flip-flops and latches is 0%. The synthesis-to-finish area growth is 110.3%. In this run the tool buffered the top-level ports with 16 buffer cells.

The area inside the core boundary is 3416 µm². Synthesis produced a netlist whose cell count is 150. The finished layout cell area is 2140 µm². Setup repair after global routing could not meet its margin everywhere.
-- synthesized netlist by cell type, drive strengths merged (2+ instances only) --
cell type,instances
nor4,2
a31o,2
xnor2,3
nor2,14
nand2b,2
nand2,13
or4,4
clkbuf,4
nand4,3
inv,11
a21oi,12
nor2b,2
nor3,7
o211ai,2
a22o,2
ha,9
mux2i,3
or2,2
a221o,2
a21o,2
mux2,4
o21ai,13
buf,3
a211oi,4
and2,2
a31oi,2
o211a,2
-- through the flow --
step,hold WS (ns),setup slack (ns)
floorplan,2.026,-1.037
global placement,1.960,-2.103
detailed placement,1.960,-2.220
CTS,1.960,-1.395
global route,1.960,-1.468
finish,1.960,-1.298
-- layout make-up --
cell class	count	area share, %
Tap cell	46	2.690
Multi-Input combinational cell	133	54.80
Timing Repair Buffer	104	39.18
Inverter	11	3.333
-- power breakdown --
| part | switching (µW) | leakage, µW | internal [µW] |
|---|---|---|---|
| sequential | 0 | 0 | 0 |
| combinational | 278 | 0.000988 | 371 |
| clock | 0 | 0 | 0 |
-- worst paths after layout --
kind | depth (start not counted) | to | slack [ns] | startpoint
hold / removal | 0 | ones[0] | 1.96 | value[0]
setup / recovery | 27 | tens[1] | -1.30 | value[5]
-- metal layers --
metal,global-route usage [%],vias up,part of all wire [%]
li1,-,772,-
met1,16.59,678,54
met2,15.65,31,43
met3,0.2273,0,3.2
met4,0.3521,0,0
met5,0,-,0
-- timing repair --
| action | in CTS | in global routing |
|---|---|---|
| buffers inserted | 16 | 11 |
| hold buffers | 0 | 0 |
| gates cloned | 0 | 0 |
| gates resized | 77 | 20 |
| endpoints found under the setup margin | 9 | 9 |
| pin swaps | 29 | 17 |
-- cells in the final DEF, fill, tap and decap left out, types with 4 or more instances in the layout --
cell type / synthesis / layout
sky130_fd_sc_hd__a21oi_1: 12 / 9
sky130_fd_sc_hd__buf_2: 0 / 8
sky130_fd_sc_hd__buf_4: 3 / 74
sky130_fd_sc_hd__buf_6: 0 / 15
sky130_fd_sc_hd__clkdlybuf4s50_1: 0 / 4
sky130_fd_sc_hd__ha_4: 0 / 5
sky130_fd_sc_hd__inv_1: 10 / 6
sky130_fd_sc_hd__nand2_1: 13 / 8
sky130_fd_sc_hd__nand2_2: 0 / 4
sky130_fd_sc_hd__nor2_1: 14 / 11
sky130_fd_sc_hd__nor3_1: 7 / 6
sky130_fd_sc_hd__o21ai_0: 9 / 7
-- kinds of logic (layout without fill, tap and decap cells) --
kind of cell | after synthesis | after routing
AOI/OAI and AO/OA | 58 | 58
and+or+nand+nor | 54 | 54
buffers and inverters | 18 | 115
adders and majority gates | 9 | 9
muxes | 7 | 7
xor gates and xnor gates | 3 | 3
other | 1 | 2
Power figures rest on the tool's default switching activity, not on a simulated workload.
