==> /design/flow/design.v <==
module fsm(
	input [1:0] money,
	output reg product,
	input sys_clk,
	input sys_rst
);
reg [2:0] state = 3'd0;
reg [2:0] next_state;
reg product_next_value;
reg product_next_value_ce;
// synthesis translate_off
reg dummy_s;
initial dummy_s <= 1'd0;
// synthesis translate_on
// synthesis translate_off
reg dummy_d;
// synthesis translate_on
always @(*) begin
	next_state <= 3'd0;
	product_next_value <= 1'd0;
	product_next_value_ce <= 1'd0;
	next_state <= state;
	case (state)
		1'd1: begin
			if ((money == 1'd0)) begin
				product_next_value <= 1'd0;
				product_next_value_ce <= 1'd1;
				next_state <= 2'd2;
			end else begin
				if ((money == 1'd1)) begin
					product_next_value <= 1'd0;
					product_next_value_ce <= 1'd1;
					next_state <= 2'd3;
				end else begin
					if ((money == 2'd2)) begin
						product_next_value <= 1'd1;
						product_next_value_ce <= 1'd1;
						next_state <= 1'd0;
					end else begin
						product_next_value <= 1'd0;
						product_next_value_ce <= 1'd1;
						next_state <= 1'd1;
					end
				end
			end
		end
		2'd2: begin
			if ((money == 1'd0)) begin
				product_next_value <= 1'd0;
				product_next_value_ce <= 1'd1;
				next_state <= 2'd3;
			end else begin
				if ((money == 1'd1)) begin
					product_next_value <= 1'd0;
					product_next_value_ce <= 1'd1;
					next_state <= 3'd4;
				end else begin
					if ((money == 2'd2)) begin
						product_next_value <= 1'd1;
						product_next_value_ce <= 1'd1;
						next_state <= 1'd0;
					end else begin
						product_next_value <= 1'd0;
						product_next_value_ce <= 1'd1;
						next_state <= 2'd2;
					end
				end
			end
		end
		2'd3: begin
			if ((money == 1'd0)) begin
				product_next_value <= 1'd0;
				product_next_value_ce <= 1'd1;
				next_state <= 3'd4;
			end else begin
				if ((money == 1'd1)) begin
					product_next_value <= 1'd1;
					product_next_value_ce <= 1'd1;
					next_state <= 1'd0;
				end else begin
					if ((money == 2'd2)) begin
						product_next_value <= 1'd1;
						product_next_value_ce <= 1'd1;
						next_state <= 1'd0;
					end else begin
						product_next_value <= 1'd0;
						product_next_value_ce <= 1'd1;
						next_state <= 2'd3;
					end
				end
			end
		end
		3'd4: begin
			if ((money == 1'd0)) begin
				product_next_value <= 1'd1;
				product_next_value_ce <= 1'd1;
				next_state <= 1'd0;
			end else begin
				if ((money == 1'd1)) begin
					product_next_value <= 1'd1;
					product_next_value_ce <= 1'd1;
					next_state <= 1'd0;
				end else begin
					if ((money == 2'd2)) begin
						product_next_value <= 1'd1;
						product_next_value_ce <= 1'd1;
						next_state <= 1'd0;
					end else begin
						product_next_value <= 1'd0;
						product_next_value_ce <= 1'd1;
						next_state <= 3'd4;
					end
				end
			end
		end
		default: begin
			if ((money == 1'd0)) begin
				product_next_value <= 1'd0;
				product_next_value_ce <= 1'd1;
				next_state <= 1'd1;
			end else begin
				if ((money == 1'd1)) begin
					product_next_value <= 1'd0;
					product_next_value_ce <= 1'd1;
					next_state <= 2'd2;
				end else begin
					if ((money == 2'd2)) begin
						product_next_value <= 1'd1;
						product_next_value_ce <= 1'd1;
						next_state <= 1'd0;
					end else begin
						product_next_value <= 1'd0;
						product_next_value_ce <= 1'd1;
						next_state <= 1'd0;
					end
				end
			end
		end
	endcase
// synthesis translate_off
	dummy_d <= dummy_s;
// synthesis translate_on
end
always @(posedge sys_clk) begin
	state <= next_state;
	if (product_next_value_ce) begin
		product <= product_next_value;
	end
	if (sys_rst) begin
		product <= 1'd0;
		state <= 3'd0;
	end
end
endmodule
==> /design/flow/run.sh <==
#!/bin/bash
# OpenROAD 26Q1-2900-gdf79404cd8, Yosys 0.63+post, stock flow scripts
make -C /OpenROAD-flow-scripts/flow DESIGN_CONFIG=/design/flow/config.mk WORK_HOME=/design/flow/orfs finish
==> /design/flow/config.mk <==
export PLATFORM = sky130hd
export DESIGN_NAME = fsm
export DESIGN_NICKNAME = fsm
export VERILOG_FILES = /design/flow/design.v
export SDC_FILE = /design/flow/constraint.sdc
export NUM_CORES = 4
export LEC_CHECK = 1
export CORE_AREA = 10 10 70 70
export DIE_AREA = 0 0 80 80
==> /design/flow/constraint.sdc <==
current_design fsm

set clk_period 1.4
set clk_io_pct 0.2

create_clock -name clk0 -period $clk_period [get_ports {sys_clk}]

set non_clock_inputs [all_inputs -no_clocks]
set_input_delay [expr $clk_period * $clk_io_pct] -clock clk0 $non_clock_inputs
set_output_delay [expr $clk_period * $clk_io_pct] -clock clk0 [all_outputs]
==> results.sh <==
# physical design summary
export IMPL_drv_slew=0
export IMPL_cellPowerDensity_mw_per_mm2=741
export IMPL_crit_arrival_ns=0.97
export IMPL_critical_path_class="reg2out"
export IMPL_clock_sinks=4
export IMPL_max_freq_mhz=799
export IMPL_ys_warn_count=2
export IMPL_synth_edff_count=0
export IMPL_cts_buffers=3
export IMPL_fin_crit_sh_pct=89.4
export IMPL_worstSetupEndpointType="output pin"
export IMPL_grt_max_degree=10
export IMPL_ys_ff=4
export IMPL_critPathBufInv=1
export IMPL_rsz0062_at_grt="false"
export IMPL_drtIter0Drc=8
export IMPL_slew_headroom_pct=80.5
export IMPL_syn_inst=38
export IMPL_crit_required_ns=1.12
export IMPL_worstPathCellList="clkdlybuf4s50_1"
export IMPL_ys_sh_xor_pct=0
export IMPL_grt_pass1_vias=288
export IMPL_clk_latency_ns=0.23
export IMPL_routed_wl_microns=682
export IMPL_yosys_area_top_type="dfxtp_1"
export IMPL_fp_dieW_microns=80
export IMPL_simple_gate_share_pct=17.8
export IMPL_antenna_left=0
export IMPL_warning_count=28
export IMPL_synth_avg_cell_area_sq_um=8.53
export IMPL_hold_viol=0
export IMPL_finalNonFillerCells=97
export IMPL_postCtsHoldBufs=0
export IMPL_fin_crit_ns=1.25
export IMPL_first_pass_iters=4
export IMPL_fp_dieH_microns=80
export IMPL_dp_hpwl_microns=561
export IMPL_ys_chip_area_sq_um=324
export IMPL_min_delay_path_class="reg2reg"
export IMPL_place_gp_congestion=0.800
export IMPL_root_buffer="clkbuf_4"
export IMPL_cts_setup_buffers=0
export IMPL_ys_top_cells_by_area="dfxtp_1, ha_1, inv_1"
export IMPL_slowest_delay_ns=0.45
export IMPL_via_per_inst=3.12
export IMPL_antenna_found_initial=0
export IMPL_postSynthSeqShare_pct=24.7
export IMPL_top_cell_area_share_pct=24.7
export IMPL_area_growth_pct=54.8
export IMPL_ys_top_logic_family="AND-OR/OR-AND gates"
export IMPL_ys_sh_adder_pct=18.9
export IMPL_initCoreUtil_pct=9.49
export IMPL_slowest_stage="clkdlybuf4s50_1"
export IMPL_wire_per_inst_microns=7.03
export IMPL_ys_flop_type="dfxtp_1"
export IMPL_clk_pin_slew_ns=0.03
export IMPL_antennaDiodeCount=0
export IMPL_leakage_nw=0.218
export IMPL_start_kind="register"
export IMPL_grt_pass1_wl_mm=1.20
export IMPL_cp_max_fo=1
export IMPL_cts_tree="yes"
export IMPL_mux_area_share_pct=0
export IMPL_h_tree_depth=1
export IMPL_setup_viol=0
export IMPL_synthAoiAreaFrac_pct=27.8
export IMPL_pin_count=5
export IMPL_clock_path_buffers=2
export IMPL_postCtsResizedCells=5
export IMPL_ir_drop_v=0.000155
export IMPL_post_route_drc_count=0
export IMPL_die_area_sq_mm=0.00640
export IMPL_drive_gt1_share_pct=33.3
export IMPL_ys_cells=38
export IMPL_row_count=21
export IMPL_coreArea_sq_mm=0.00342
export IMPL_io_buffers=4
export IMPL_fin_worst_skew_ns=0.00199
export IMPL_crit_family="buffers and inverters"
export IMPL_status="finished, final reports clean"
export IMPL_place_inst=94
export IMPL_synthesis_area_sq_um=324
export IMPL_worst_slew_pin_slew_ns=0.288
export IMPL_async_reset_ff_share_pct=0
export IMPL_grt_use_total_pct=2.13
export IMPL_yosysUniqueCellTypes=22
export IMPL_grt_remaining_overflow=0
export IMPL_cap_violations=0
export IMPL_utilization_pct=14.7
export IMPL_num_vias=303
[metal layers]
layer  vias up  global-route usage (%)  wire length, microns
li1        160                       -                     -
met1       133                    2.87                   334
met2        10                    3.21                   306
met3         0                   0.568                    41
met4         0                   0.704                     0
met5         -                       0                     0
[final timing paths]
check / from / end / cells past startpoint / slack, ns
worst max register to register: state[1] / state[1] / 3 / 0.20
worst min register to register: state[1] / state[2] / 2 / 0.60
worst max-delay path: product / product / 1 / 0.15
worst min-delay path: state[1] / state[2] / 2 / 0.60
[placed cells by master, fill, tap and decap left out, drive strengths merged, types with 2 or more instances in the layout]
cell type and count:
clkdlybuf4s50 2, inv 6, dlygate4sd2 2, nor2 2, nand3 2, o21ai 2, clkbuf 3, a31oi 2
nor2b 2, ha 4, buf 8, a21oi 2, dfxtp 4
[Yosys cell counts, types with 2 or more instances]
library cell,n
ha_1,4
a21oi_1,2
a31oi_1,2
dfxtp_1,4
nand3_1,2
o21ai_0,2
nor2b_1,2
inv_1,6
[registers in the layout, indices dropped and copies added, names as in the netlist]
register and flops:
product 1, state 3
[per-stage QoR]
step                setup slack (ns)  hold slack, ns  area [sq um]  TNS [ns]  total power, mW
detailed placement            -0.400           0.581           469     -1.36            0.236
global route                  0.0772           0.642           502         0            0.394
floorplan                      0.159           0.348           324         0            0.194
CTS                            0.131           0.591           502         0            0.379
finish                         0.149           0.599           502         0            0.372
global placement              -0.384           0.575           469     -1.27            0.235
[kinds of logic (layout without fill, tap and decap cells)]
kind of cell,Yosys count,after routing
buffers and inverters,8,21
adders and majority gates,5,5
DFF,4,4
and+or+nand+nor,9,9
AOI/OAI and AO/OA,12,12
[where the power goes]
group          internal, mW  switching, mW
Combinational        0.0569         0.0387
Sequential            0.124         0.0158
Clock                0.0954         0.0406
Total                 0.277         0.0951
[area by class of cell]
class                      count  area [sq um]
tap                           46          57.6
sequential                     4          80.1
inverter                       6          22.5
fill                         395          2910
clock buffer                   3          22.5
timing repair buffer          12          97.6
multi-input combinational     26           221
No activity file was given, so power comes from the tool's default toggle rates.
